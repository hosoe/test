File: /design/flow/design.v
module register(src0,src1,dst,data,we,clk,rst,data0,data1);
	input clk,rst,we;
	input [3:0]src0,src1,dst;
	input [7:0]data;
	output[7:0]data0,data1;
	reg [7:0]regis[15:0];
	integer i;
	always@(posedge clk)begin
		if(rst==1'b1)begin
			for(i=0;i<=15;i=i+1)
				regis[i]<=0;
		end else if(we==1'b1)
			regis[dst]<=data;
		else 
			regis[dst]<=regis[dst];
			end
		assign
			data0=regis[src0];
	assign
		data1=regis[src1];
endmodule
File: /design/flow/run.sh
#!/bin/bash
# OpenROAD 26Q1-2900-gdf79404cd8, Yosys 0.63+post, stock flow scripts
make -C /OpenROAD-flow-scripts/flow DESIGN_CONFIG=/design/flow/config.mk WORK_HOME=/design/flow/orfs finish
File: /design/flow/config.mk
export PLATFORM = sky130hd
export DESIGN_NAME = register
export DESIGN_NICKNAME = register
export VERILOG_FILES = /design/flow/design.v
export SDC_FILE = /design/flow/constraint.sdc
export NUM_CORES = 4
export LEC_CHECK = 1
export CORE_UTILIZATION = 50
File: /design/flow/constraint.sdc
current_design register

set clk_period 4.1
set clk_io_pct 0.2

create_clock -name clk0 -period $clk_period [get_ports {clk}]

set non_clock_inputs [all_inputs -no_clocks]
set_input_delay [expr $clk_period * $clk_io_pct] -clock clk0 $non_clock_inputs
set_output_delay [expr $clk_period * $clk_io_pct] -clock clk0 [all_outputs]
==> results.cfg <==
; implementation run metrics
[cells_and_area]
final_util_pct = 61.2
largest_register = regis
regArea_mm2 = 0.00384
post_route_cells_drive_above_1_share_pct = 26.7
largest_reg_flops = 128
area_added_between_synthesis_and_finish_pct = 19.1
largestRegisters = regis: 128 flops
final_design_area_no_fill_mm2 = 0.00810
n_fill_cell = 1007
logic_area_mm2 = 0.00283

[power]
irDropWorstVdd_v = 0.000350
reported_leakage_power_nw = 2.82
pwr_density_cell_mw_per_mm2 = 445
total_power_mw = 3.61

[worst_hold_path]
min_from = dst[2]
worstHoldEndpoint = regis[2][6]
hold_class = in -> reg
min_path_cells = 4

[clock_network]
clock_path_buffers = 2
hold_buffers = 0
clkSinkCount = 128
clk_pin_slew_worst_paths_ps = 60
cts.repair_timing.setup_buffer_count = 0
cts_resized = 0
cts.root.buffer_cell = sky130_fd_sc_hd__clkbuf_16
tritoncts = built
cts_buf_count = 17
clock_tree.htree_level_count = 4

[placed_design]
globalplace.congestion = 0.883
detailedPlacementHpwl_um = 11500
pre_cts_ws_ps = 467
io_buffers = 38
placement.cell_area_mm2 = 0.00744

[global_routing]
use_met3_pct = 17.0
global_route_wire_length_before_repair_um = 26100
met2_usage_pct = 38.1
grt_start_max_net_pins = 33
use_met1_pct = 45.0
grt_pass1_vias = 4338
grt_remaining_overflow = 0
initial_antenna_violation_count = 0
global_route.usage.total_pct = 28.4
grt-busiest-layer = met1

[setup_path]
critPathRequiredTime_ps = 3280
setup.worst_path.class = in -> out
cp-end-kind = primary output
worstPathArrival_ps = 2810
setup.worst_path.start_class = input port
critPathMaxFanout = 32

[yosys]
ys.flop_type = sky130_fd_sc_hd__edfxtp_1
syn-instance-count = 445
synth-seq-cells = 128
yosysWarningCount = 1
syn-mean-instance-area_um2 = 15.3
flip_flops_with_a_built_in_enable = 128
async_reset_ff_share_pct = 0
area_leaders = sky130_fd_sc_hd__edfxtp_1 57%, sky130_fd_sc_hd__mux4_2 21%, sky130_fd_sc_hd__and2_1 12%
yosys-top-cells-count = 130 x sky130_fd_sc_hd__and2_1, 128 x sky130_fd_sc_hd__edfxtp_1, 64 x sky130_fd_sc_hd__mux4_2
post_synth_num_cell_types = 19
post-synth-top-count-cell = sky130_fd_sc_hd__and2_1
synthDominantAreaCellType = sky130_fd_sc_hd__edfxtp_1
top_area_share_pct = 56.5
yosysSeqAreaShare_pct = 56.5
mapped_area_mm2 = 0.00680
synth_chip_area_mm2 = 0.00680
synth_stat.cells = 445

[detailed_routing]
detail_route.antenna_diodes = 0
via_density = 5.89
postRouteWirelength_um = 16700
detailedRoute.firstPassIterationCount = 4
final_routed_wire_length_divided_by_cell_count_um = 24.7
routed-via-count = 3986
drtAntennaViolNets = 0
detailedRoute.firstIterationViolations = 195
drc = 0

[floorplan]
row_count = 42
chipHeight_um = 119
core_util_floorplan_pct = 51.4
ioPinCount = 39
die_area_mm2 = 0.0141
die_w_um = 119
coreArea_mm2 = 0.0132

[timing]
period_needed_ps = 3630
postLayoutSetupSlackWorst_ps = 468
final.period_utilization_pct = 88.6
timing.setup.tns_ps = 0
hold_viol_final = 0
slew_violations = 0
fmaxAchievable_mhz = 275
timing.slew.headroom_pct = 43.0
finalSetupViolations = 0
tightestPinTransition_ps = 852
rsz_0062_raised_after_global_routing = no

[flow_run]
total_of_max_cap_violations = 0
openroad_warnings = 25

[run_status]
outcome = complete, no violations
[metrics by stage]
step	cells	hold WS, ps
after global placement	645	1920
after floorplan	445	1020
after detailed placement	645	1930
after CTS	677	1520
final	677	1530
after global routing	677	1540
[metal layers]
metal / share of wire [%] / vias to the layer above / routed length, um
li1: - / 1810 / -
met1: 40 / 1956 / 6760
met2: 44 / 201 / 7400
met3: 13 / 17 / 2160
met4: 2.1 / 2 / 355
met5: 0.25 / - / 41
[logic make-up (layout without fill, tap and decap cells)]
logic type             after synthesis  after routing  synth area share (%)
buffers and inverters               30             86                  1.95
AOI/OAI and AO/OA                   32             32                  3.53
DFF                                128            128                  56.5
muxes                               64             64                  21.2
and+or+nand+nor                    191            191                  16.8
[cells in the final DEF, fill, tap and decap left out, drive strengths merged]
cell,n
a22oi,32
and2,130
buf,18
bufinv,5
clkbuf,17
clkdlybuf4s50,36
clkinv,5
clkinvlp,1
edfxtp,128
inv,4
mux4,64
nand2,17
nand2b,2
nand4b,1
nand4bb,2
nor2,14
nor2b,4
nor3,4
or2,16
or4b,1
[how the worst max path moves through the flow]
stage	start	to	slack [ps]	depth (start not counted)
4_1_cts	src1[1]	data1[3]	460	6
6_report	src1[1]	data1[3]	470	6
5_1_grt	src1[1]	data1[7]	420	6
[critical path: stages]
cell,delay (ps)
sky130_fd_sc_hd__clkdlybuf4s50_1,500
sky130_fd_sc_hd__buf_12,230
sky130_fd_sc_hd__mux4_2,370
sky130_fd_sc_hd__a22oi_1,370
sky130_fd_sc_hd__nand2_1,100
sky130_fd_sc_hd__clkdlybuf4s50_1,410
[area by class of cell]
cell class,count,area share [%]
Clock inverter,15,2.86
Timing Repair Buffer,54,6.83
Multi-Input combinational cell,287,34.9
Tap cell,176,2.72
Sequential cell,128,47.5
Clock buffer,17,5.25
[where the power goes]
| part | switching, mW | internal [mW] | leakage [nW] |
|---|---|---|---|
| Clock | 0.577 | 1.09 | 0.316 |
| Sequential | 0.0425 | 1.52 | 1.22 |
| Combinational | 0.179 | 0.203 | 1.28 |
| Total | 0.799 | 2.81 | 2.82 |
Power and IR drop assume default switching activity.
