$ cat /design/flow/constraint.sdc
current_design pc

set clk_period 2.3
set clk_io_pct 0.2

create_clock -name clk0 -period $clk_period [get_ports {clk}]

set non_clock_inputs [all_inputs -no_clocks]
set_input_delay [expr $clk_period * $clk_io_pct] -clock clk0 $non_clock_inputs
set_output_delay [expr $clk_period * $clk_io_pct] -clock clk0 [all_outputs]
$ cat /design/flow/run.sh
#!/bin/bash
# OpenROAD 26Q1-2900-gdf79404cd8, Yosys 0.63+post, stock flow scripts
make -C /OpenROAD-flow-scripts/flow DESIGN_CONFIG=/design/flow/config.mk WORK_HOME=/design/flow/orfs finish
$ cat /design/flow/design.v
module pc(pc_in,pc_out,rst,clk,we);
	input rst,clk,we;
	input [5:0]pc_in;
	output [5:0]pc_out;
	reg [5:0]pc_out;
	always @(posedge clk)begin
		if(rst==1'b1)begin
			pc_out<=0;
		end else begin
			if(we==1'b1) begin
				pc_out<=pc_in;
			end else begin
				pc_out<=pc_out+1;
			end
		end
	end
endmodule
$ cat /design/flow/config.mk
export PLATFORM = sky130hd
export DESIGN_NAME = pc
export DESIGN_NICKNAME = pc
export VERILOG_FILES = /design/flow/design.v
export SDC_FILE = /design/flow/constraint.sdc
export NUM_CORES = 4
export LEC_CHECK = 1
export CORE_AREA = 10 10 70 70
export DIE_AREA = 0 0 80 80
==> flow_metrics.py <==
# Flow results
metrics = {
    "yosys": {
        "yosys.stat.seqShare_pct": 45.1,
        "synth_area_um2": 267,
        "syn_area_per_cell_um2": 8.88,
        "yosysChipArea_um2": 267,
        "ys_sh_simple_pct": 20.7,
        "top_logic_kind": "simple AND/OR/NAND/NOR gates",
        "compound_area_share_pct": 14.6,
        "synth_cells": 30,
        "synthAdderAreaFrac_pct": 4.69,
        "yosys_cells": 30,
        "ys_ff": 6,
        "ys_sh_mux_pct": 3.76,
        "synth_warnings": 1,
        "synth.distinct_cells": 14,
        "xor_share_pct": 9.86,
    },
    "detailed_routing": {
        "avgViaCountPerCell": 3.05,
        "routedWlPerCell_um": 9.17,
        "antenna_cells": 0,
        "drt-pass1-iter-count": 4,
        "drc_errors": 0,
        "antenna_left": 0,
        "num_vias": 284,
        "drt_iter0_drc": 5,
        "routed_wl_um": 853,
    },
    "sta": {
        "fin_worst_skew_ns": 0.00127,
        "setup_viol": 0,
        "hold_viol_final": 0,
        "slew_headroom_pct": 84.9,
        "rsz0062_at_grt": "false",
        "fmax_mhz": 620,
        "timing.final.crit_share_pct": 70.1,
        "final-max-slew-violation-count": 0,
        "setup_tns_ns": 0,
        "finalCriticalPeriod_ns": 1.61,
        "tightestPinTransition_ns": 0.225,
    },
    "grt": {
        "grt_max_degree": 8,
        "grt_pass1_vias": 276,
        "grt_pass1_wl_mm": 1.30,
        "grtUsageTotal_pct": 2.69,
        "antenna_found_initial": 0,
        "grt-ovfl-total": 0,
    },
    "clocking": {
        "clock_path_buffers": 2,
        "cts-buffers-inserted": 3,
        "root_buffer": "clkbuf_4",
        "clock_sinks": 6,
        "postCtsSetupRepairBufs": 0,
        "holdBufCountCts": 0,
        "cts_tree": "built",
        "path_clk_slew_ns": 0.04,
        "cts_resized": 0,
        "clkLatencyLatePin_ns": 0.24,
        "h-tree-depth": 1,
    },
    "floorplanning": {
        "io_pins": 15,
        "die_h_um": 80,
        "die_area_um2": 6400,
        "rows": 21,
        "die_w_um": 80,
        "core_region_area_um2": 3420,
        "fp-utilization_pct": 7.80,
    },
    "placement": {
        "dp_cells": 90,
        "numPortBuffers": 14,
        "place_hpwl_um": 709,
        "place.gp.congestion": 0.794,
    },
    "power": {
        "switching_share_pct": 22.2,
        "p_int_mw": 0.203,
        "p_per_area_nw_per_um2": 537,
        "p_seq_share_pct": 46.2,
        "p_clk_share_pct": 35.9,
        "power_leakage_nw": 0.175,
        "power_switching_mw": 0.0581,
        "pwr-share-comb_pct": 17.9,
        "peakVddDrop_v": 0.000216,
    },
    "setup_path": {
        "crit_chain": "clkdlybuf4s50_1",
        "crit_family": "buffers and inverters",
        "start_kind": "flip-flop",
        "cp_max_fo": 4,
        "arrival_ns": 1.15,
        "cp_slowest_cell": "clkdlybuf4s50_1",
        "crit_path_end_kind": "primary output",
        "regToRegSetupSlack_ns": 1.08,
        "cp.required_ns": 1.84,
        "path_class": "reg -> out",
        "path_buffers": 1,
        "worst_path_largest_cell_delay_ns": 0.51,
    },
    "hold_path": {
        "hp-class": "reg -> reg",
    },
    "final_layout": {
        "areaGrowthSynthToFinish_pct": 82.6,
        "reg.largest.list": "pc_out x6",
        "top_register": "pc_out",
        "fin_cells": 93,
        "largest_reg_flops": 6,
        "drive_gt1_share_pct": 8.51,
    },
    "run": {
        "max_cap_viol_count": 0,
        "log.warning_count": 25,
    },
    "outcome": {
        "status": "finished clean",
    },
}
## logic make-up (layout without fill, tap and decap cells)
logic type,after synthesis,count (layout)
AND-OR/OR-AND,6,6
XOR/XNOR,3,3
adder cells (fa/ha/maj),1,1
buffers and inverters,1,18
flip-flops,6,6
multiplexers,1,1
AND/OR/NAND/NOR,12,12
## worst min-delay path, delay by kind of cell (launching register included)
family / cells / cell delay [ns]
AOI/OAI and AO/OA: 2 / 0.16
DFF: 1 / 0.32
## layout make-up
| cell class | count | area [um^2] |
|---|---|---|
| Inverter | 1 | 3.75 |
| Fill cell | 406 | 2930 |
| Timing Repair Buffer | 14 | 140 |
| Tap cell | 46 | 57.6 |
| Multi-Input combinational cell | 23 | 143 |
| Sequential cell | 6 | 120 |
| Clock buffer | 3 | 22.5 |
## cells in the final DEF, fill, tap and decap left out
cell type	instances
mux2i_1	1
clkdlybuf4s50_1	14
nand3_2	1
xor2_1	3
ha_1	1
nand2_1	3
nand3_1	1
a21oi_1	2
o21ai_0	1
a211oi_1	2
inv_1	1
a311oi_1	1
nor2_1	6
clkbuf_4	3
dfxtp_1	6
or3_1	1
## power by group through the flow
stage | Clock, mW | Combinational (mW) | Sequential, mW
after CTS | 0.0993 | 0.0473 | 0.121
after global routing | 0.106 | 0.0515 | 0.122
final | 0.0938 | 0.0468 | 0.121
## final timing paths
check             depth (start not counted)   endpoint      start
setup / recovery                          1  pc_out[2]  pc_out[2]
hold / removal                            2  pc_out[5]  pc_out[5]
setup reg to reg                          3  pc_out[5]  pc_out[2]
hold reg to reg                           2  pc_out[5]  pc_out[5]
## routing by layer
| layer | wire length [um] | track usage (%) |
|---|---|---|
| met3 | 111 | 2.39 |
| met4 | 0 | 0 |
| met5 | 0 | 0 |
| met1 | 560 | 4.48 |
| met2 | 181 | 2.25 |
## stage by stage
stage | power [mW] | cell area [um^2] | util [%] | hold slack [ns] | setup slack [ns]
after global placement | 0.169 | 464 | 13.6 | 0.502 | 0.795
after CTS | 0.267 | 487 | 14.2 | 0.521 | 0.668
after floorplan | 0.134 | 267 | - | 0.465 | 1.20
after global routing | 0.279 | 487 | 14.2 | 0.561 | 0.645
final | 0.261 | 487 | 14.2 | 0.533 | 0.688
after detailed placement | 0.169 | 464 | 13.6 | 0.516 | 0.755
## Yosys cell counts
library cell | count | area share [%]
a211oi_1 | 2 | 5.6
a21oi_1 | 2 | 3.8
a311oi_1 | 1 | 3.3
dfxtp_1 | 6 | 45
ha_1 | 1 | 4.7
inv_1 | 1 | 1.4
mux2i_1 | 1 | 3.8
nand2_1 | 3 | 4.2
nand3_1 | 1 | 1.9
nand3_2 | 1 | 3.8
nor2_1 | 6 | 8.5
o21ai_0 | 1 | 1.9
or3_1 | 1 | 2.3
xor2_1 | 3 | 9.9
Power figures rest on the tool's default switching activity, not on a simulated workload.
